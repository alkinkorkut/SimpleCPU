[/design/flow/config.mk]
export PLATFORM = sky130hd
export DESIGN_NAME = projectCPU2022
export DESIGN_NICKNAME = projectCPU2022
export VERILOG_FILES = /design/flow/design.v
export SDC_FILE = /design/flow/constraint.sdc
export NUM_CORES = 4
export LEC_CHECK = 1
export CORE_UTILIZATION = 40
[/design/flow/constraint.sdc]
current_design projectCPU2022

set clk_period 6.4
set clk_io_pct 0.2

create_clock -name clk0 -period $clk_period [get_ports {clk}]

set non_clock_inputs [all_inputs -no_clocks]
set_input_delay [expr $clk_period * $clk_io_pct] -clock clk0 $non_clock_inputs
set_output_delay [expr $clk_period * $clk_io_pct] -clock clk0 [all_outputs]
[/design/flow/design.v]
`timescale 1ns / 1ps
module projectCPU2022(
  clk,
  rst,
  wrEn,
  data_fromRAM,
  addr_toRAM,
  data_toRAM,
  PC,
  W
);
parameter ADD = 0;
parameter NOR = 1;
parameter SRL = 2;
parameter RRL = 3;
parameter CMP = 4;
parameter BZ = 5;
parameter CP2W = 6;
parameter CPfW = 7;
parameter RI = 0;  
parameter DE = 1;  
parameter RD4 = 2;  
parameter EX = 3;  
input clk, rst;
input wire [15:0] data_fromRAM;
output reg [15:0] data_toRAM;
output reg wrEn;
output reg [12:0] addr_toRAM;
output reg [12:0] PC;  
output reg [15:0] W;  
reg [12:0] PCNext;
reg [15:0] WNext;
reg [2:0] state, stateNext;
reg [2:0] opcode, opcodeNext;
reg [12:0] operandA, operandANext;
reg [15:0] starA, starANext;
always @(posedge clk) begin
	state 	<= #1 stateNext;
	PC 		<= #1 PCNext;
	opcode 	<= #1 opcodeNext;
	operandA <= #1 operandANext;
	starA 	<= #1 starANext;
	W 			<= #1 WNext;
end
always @(*) begin
	stateNext    = state;
	PCNext 		 = PC;
	opcodeNext   = opcode;
	operandANext = operandA;
	starANext 	 = starA;
	WNext 		 = W;
	addr_toRAM   = 0;
	data_toRAM   = 0;
	wrEn         = 0;
	if(rst) begin
		stateNext 	 = 0;
		PCNext 	 	 = 0;
		opcodeNext   = 0;
		operandANext = 0;
		starANext 	 = 0;
		WNext 		 = 0;
		addr_toRAM   = 0;
		data_toRAM   = 0;
		wrEn         = 0;
	end
	else begin
		case(state)
			RI : begin
				PCNext 		 = PC;
				opcodeNext   = opcode;
				operandANext = 0;
				starANext 	 = 0;
				WNext 		 = W;
				addr_toRAM   = PC;
				data_toRAM   = 0;
				wrEn         = 0;
				stateNext 	 = DE;
			end
			DE : begin   
				PCNext = PC;
				opcodeNext = data_fromRAM[15:13];
				operandANext = data_fromRAM[12:0];
				starANext = 0;
				addr_toRAM = data_fromRAM[12:0] == 0 ? 4 : data_fromRAM[12:0];  
				WNext = W;
				wrEn = 0;
				data_toRAM = 0;
				stateNext = data_fromRAM[12:0] == 0 ? RD4 : EX;
			end
			RD4 : begin  
				PCNext = PC;
				opcodeNext = opcode;
				operandANext = data_fromRAM;
				addr_toRAM = operandANext;   
			   WNext = W;
				wrEn = 0;
				data_toRAM = 0;
				stateNext = EX;
			end
			EX : begin 
				starANext = data_fromRAM;  
				case(opcode)
					ADD : begin
						WNext = W + starANext;
						PCNext = PC+1;
						stateNext = RI;
					end
					NOR : begin
						WNext = ~(W | starANext);
						PCNext = PC+1;
						stateNext = RI;
					end
					SRL : begin
						if(starANext < 16) begin
                     WNext = W >> starANext;
                  end
                  else begin
                     WNext = W << (starANext - 16);
							if(starANext >= 32) begin
								WNext = W << (starANext % 16);
							end
						end
						PCNext = PC+1;
						stateNext = RI;
					end
					RRL : begin
						if(starANext < 16) begin
							WNext = (W >> starANext) | (W << (16 - starANext));
						end
						else begin 
							WNext = (W << (starANext - 16)) | (W >> (16 - (starANext - 16)));
							if(starANext >= 32) begin
								WNext = (W << (starANext % 16)) | (W >> (16 - (starANext % 16)));
							end
						end
						PCNext = PC+1;
						stateNext = RI;
					end
					CMP : begin
						if(WNext < starANext)
							WNext = 65535;
						else if(W == starANext)
							WNext = 0;
						else
							WNext = 1;
						PCNext = PC+1;
						stateNext = RI;
					end
					BZ : begin
						if(starANext == 0) begin
							PCNext = W;
						end
						else begin 
							PCNext = PC+1;
						end
						stateNext = RI;	
					end
					CP2W : begin
						WNext = starANext;
						PCNext = PC+1;
						stateNext = RI;
					end
					CPfW : begin
						wrEn = 1;
						addr_toRAM = operandA;
						data_toRAM = W;
						PCNext = PC+1;
						stateNext = RI;
					end
				endcase	
			end
			default: begin 
				PCNext = 0;
				stateNext = 0;
				WNext = 0;
				opcodeNext = 0;
				operandANext = 0;
				starANext = 0;
				addr_toRAM = 0;
				wrEn = 0;
				data_toRAM = 0;
			end
		endcase
	end
end
endmodule
[/design/flow/run.sh]
#!/bin/bash
# OpenROAD 26Q1-2900-gdf79404cd8, Yosys 0.63+post, stock flow scripts
make -C /OpenROAD-flow-scripts/flow DESIGN_CONFIG=/design/flow/config.mk WORK_HOME=/design/flow/orfs finish
==> qor.yml <==
grt_util_all_layers: 0.3494
synth_flop_count: 49
synth.distinct_cells: 95
drt_pass1_iterations: 5
hold_start: "operandA[0]"
critPathLaunchType: "primary input"
dr.max_layer_used: "met4"
ant_nets: 0
max-cap-violations: 0
slowest_stage: "clkdlybuf4s50_1"
critPathMostFrequentCell: "clkdlybuf4s50_1"
max_slew.worst_pin.slew_ns: 0.9920
die-area_um2: 19740
fp_util: 0.4088
grt-ovfl-total: 0
ff_type: "dfxtp_1"
p_leak_nw: 3.219
cts_root_buf: "clkbuf_16"
met3_length_mm: 2.791
drt_wl_total_mm: 33.68
finalNonFillerCells: 1305
postSynthSeqShare: 0.1279
clock.fmax_mhz: 181.4
power.density_nw_per_um2: 111.3
cts_buffer_depth: 2
die_w_um: 140.5
setup_viol: 0
wl_per_cell_um: 25.80
drtIter0Drc: 808
layout.area.comb_um2: 6048
grt_max_degree: 46
cts_tree: "done"
yosysWarnings: 1
clkSlewWorstSetupHoldPaths_ns: 0.08
r2r_end: "W[15]"
grt_antenna_before_repair: 0
critPathRequiredTime_ns: 5.12
core_um2: 18770
post_cts_buffers: 0
hold_class: "flip-flop to flip-flop"
cp-end-kind: "output pin"
drc: 0
wl_met1_mm: 14.22
synthCells: 1037
layout_setup_ws_ns: 0.8867
async_flop_share: 0
max_slew_margin: 0.3373
critical_path_class: "primary input to output pin"
yosys_area_um2: 7672
routabilityCongestion: 1.058
finalHoldWorstSlack_ns: 0.5210
worstHoldEndpoint: "operandA[0]"
n_antenna_cell: 0
regArea_um2: 980.9
cpPeakStageDelay_ns: 0.66
warning_count: 60
clock_latency_ns: 0.31
final_util: 0.4662
drive_gt1_frac: 0.1111
cp_max_fo: 12
place_inst: 1297
syn2layout_area_growth_pct: 14.04
cts_made_buffers: 5
pre_cts_slack_ns: 0.9368
finalPower_mw: 0.9737
hold-path-cell-count: 2
yosys_cells: 1037
port_buffers: 76
finalSetupTns_ns: 0
synth_area_um2: 7672
vias: 8584
first_global_vias: 8049
place_area_um2: 8577
hold_violations: 0
syn_area_per_cell_um2: 7.399
crit_chain: "clkdlybuf4s50_1, nor4_4, nand4_1, a21o_1, a222oi_1, nor2_1, clkdlybuf4s50_1"
finalCritPeriodShare: 0.8615
rsz0062_at_grt: "false"
r2r-start: "W[0]"
maxSlewViolCount: 0
cts_hold_buf: 0
r2r_setup_slack_ns: 2.71
synth-edff-count: 0
grt_pass1_wl_mm: 50.68
cts_sinks: 49
hpwlAfterDp_mm: 24.61
fin_crit_ns: 5.513
status: "finished, final reports clean"
die_y_um: 140.5
fill_cells: 1910
io_pins: 77
ir_drop_mv: 0.1136
cp.arrival_ns: 4.23
design_area_um2: 8750
avgViaCountPerCell: 6.578
wl_met2_mm: 14.73
cts_resized: 0
row_count: 50
reg2reg_depth: 12
fin_skew_ns: 0.01200
htreeDepth: 2
-- state kept, by name, indices dropped and copies added, names as in the netlist --
| signal | count |
|---|---|
| PC | 13 |
| W | 16 |
| opcode | 3 |
| state | 4 |
| operandA | 13 |
-- placed cells by master, fill, tap and decap left out, types with 8 or more instances in the layout --
| cell type | n |
|---|---|
| nor3_1 | 26 |
| o21ai_0 | 71 |
| a211oi_1 | 17 |
| mux2_2 | 15 |
| clkdlybuf4s50_1 | 75 |
| dfxtp_1 | 49 |
| xnor2_1 | 19 |
| mux4_2 | 18 |
| o31ai_1 | 9 |
| a32oi_1 | 9 |
| nor3b_1 | 11 |
| a21o_1 | 10 |
| a222oi_1 | 11 |
| a22oi_1 | 16 |
| o221ai_1 | 8 |
| a21oi_1 | 80 |
| nand3_1 | 28 |
| and2_1 | 22 |
| o211ai_1 | 15 |
| nand2_1 | 79 |
| or3_1 | 8 |
| mux2i_1 | 46 |
| nor2b_1 | 13 |
| a31oi_1 | 15 |
| buf_4 | 43 |
| ha_1 | 54 |
| nor4_1 | 11 |
| nor2_1 | 104 |
| a221oi_1 | 9 |
| and3_1 | 15 |
| inv_1 | 43 |
-- worst max path at each step --
stage / startpoint / end / slack (ns) / cells past startpoint
finish: data_fromRAM[11] / addr_toRAM[3] / 0.89 / 7
global route: data_fromRAM[7] / addr_toRAM[3] / 0.67 / 8
CTS: data_fromRAM[7] / addr_toRAM[3] / 0.92 / 8
-- where the power goes --
part | leakage [nW] | switching, mW | internal (mW)
clock network | 0.0848 | 0.150 | 0.188
logic | 2.74 | 0.202 | 0.113
registers | 0.397 | 0.00934 | 0.311
-- synth_stat cells, types with 5 or more instances --
master	instances	area (µm²)
a211oi_1	17	127.6
a21o_1	10	75.07
a21oi_1	80	400.4
a221oi_1	9	78.83
a222oi_1	11	110.1
a22oi_1	16	120.1
a31oi_1	15	93.84
a32oi_1	9	78.83
and2_1	22	137.6
and3_1	15	93.84
buf_1	7	26.28
buf_6	7	78.83
clkbuf_1	68	255.2
clkbuf_8	6	82.58
dfxtp_1	49	980.9
ha_1	54	675.7
inv_1	43	161.4
mux2_2	15	168.9
mux2i_1	46	460.4
mux4_2	18	405.4
nand2_1	79	296.5
nand2b_1	5	31.28
nand3_1	28	140.1
nor2_1	104	390.4
nor2b_1	13	81.33
nor3_1	26	130.1
nor3b_1	11	82.58
nor4_1	12	75.07
o211ai_1	15	112.6
o21a_1	7	52.55
o21ai_0	71	355.3
o21bai_1	7	52.55
o221ai_1	8	70.07
o22ai_1	5	31.28
o31ai_1	10	75.07
or3_1	8	50.05
xnor2_1	19	166.4
xor2_1	5	43.79
-- cell type report --
cell class	instances	share of cell area
Clock inverter	3	0.005434
Sequential cell	49	0.1121
Tap cell	234	0.03346
Inverter	47	0.02016
Timing Repair Buffer	119	0.1233
Multi-Input combinational cell	848	0.6913
Clock buffer	5	0.01430
-- critical path, delay by kind of cell --
family / cells / cell delay (ns)
AND-OR/OR-AND: 2 / 0.81
AND/OR/NAND/NOR: 3 / 1.03
buffers and inverters: 2 / 1.10
-- cells by family (layout without fill, tap and decap cells) --
family	Yosys count	count (layout)	synth area share
AND-OR/OR-AND	328	328	0.2859
buffers and inverters	140	174	0.08529
AND/OR/NAND/NOR	359	359	0.2420
XOR/XNOR	26	26	0.03164
adder cells (fa/ha/maj)	55	55	0.09067
multiplexers	80	80	0.1367
flip-flops	49	49	0.1279
-- metal layers --
metal / up-vias / GRT usage
li1: 3924 / -
met1: 4106 / 0.4720
met2: 439 / 0.5305
met3: 115 / 0.07837
met4: 0 / 0.1739
met5: - / 0
Power and IR drop assume default switching activity.
